==> flow/design.v <==
  `timescale 1ns / 1ps
module apple(
    input  clk,
    input  reset,
    input generate_new_apple,
    input wire [9:0] pixel_x,
    input wire [9:0] pixel_y,
    input wire [9:0] snake_bound_left,
    input wire [9:0] snake_bound_right,
    input wire [9:0] snake_bound_up,
    input wire [9:0] snake_bound_down,
    output [9:0] current_apple_x,
    output [9:0] current_apple_y,
    output apple_region
    );
reg [9:0] current_apple_x;
reg [9:0] current_apple_y;
wire [9:0] apple_x;
wire [9:0] apple_y;
reg [9:0] x_coord [0:31];
reg [9:0] y_coord [0:24];
wire [9:0] snake_left_bound_index; 
wire [9:0] snake_right_bound_index; 
wire [9:0] snake_up_bound_index; 
wire [9:0] snake_down_bound_index; 
assign snake_left_bound_index = snake_bound_left / 20;
assign snake_right_bound_index = snake_bound_right / 20;
assign snake_up_bound_index = snake_bound_up / 16;
assign snake_down_bound_index = snake_bound_down / 16;
assign apple_region = (pixel_x >= current_apple_x) && (pixel_x < current_apple_x + 20) && (pixel_y >= current_apple_y) && (pixel_y < current_apple_y + 16);
initial begin
  current_apple_x = 81;
  current_apple_y = 161;  
  x_coord[0] = 21;
  x_coord[1] = 21;
  x_coord[2] = 41;
  x_coord[3] = 61;
  x_coord[4] = 81;
  x_coord[5] = 101;
  x_coord[6] = 101;
  x_coord[7] = 141;
  x_coord[8] = 161;
  x_coord[9] = 181;
  x_coord[10] = 201;
  x_coord[11] = 221;
  x_coord[12] = 241;
  x_coord[13] = 261;
  x_coord[14] = 281;
  x_coord[15] = 301;
  x_coord[16] = 321;
  x_coord[17] = 341;
  x_coord[18] = 361;
  x_coord[19] = 381;
  x_coord[20] = 401;
  x_coord[21] = 421;
  x_coord[22] = 441;
  x_coord[23] = 461;
  x_coord[24] = 481;
  x_coord[25] = 521;
  x_coord[26] = 521;
  x_coord[27] = 541;
  x_coord[28] = 561;
  x_coord[29] = 581;
  x_coord[30] = 601;
  x_coord[31] = 601;
  y_coord[0] = 17;
  y_coord[1] = 17;
  y_coord[2] = 33;
  y_coord[3] = 49;
  y_coord[4] = 65;
  y_coord[5] = 65;
  y_coord[6] = 97;
  y_coord[7] = 113;
  y_coord[8] = 129;
  y_coord[9] = 145;
  y_coord[10] = 161;
  y_coord[11] = 177;
  y_coord[12] = 177;
  y_coord[13] = 209;
  y_coord[14] = 225;
  y_coord[15] = 241;
  y_coord[16] = 257;
  y_coord[17] = 273;
  y_coord[18] = 289;
  y_coord[19] = 321;
  y_coord[20] = 321;
  y_coord[21] = 337;
  y_coord[22] = 353;
  y_coord[23] = 368;
  y_coord[24] = 384;
end
reg [9:0] rand_counter_x;
always @(posedge clk) begin
  if (rand_counter_x >= 29) begin
    rand_counter_x <= 16;
  end
  else begin
    rand_counter_x <= rand_counter_x + 1;
  end 
end
reg [9:0] rand_counter_x_zero;
always @(posedge clk) begin
  if (rand_counter_x_zero >= 15) begin
    rand_counter_x_zero <= 0;
  end
  else begin
    rand_counter_x_zero <= rand_counter_x_zero + 1;
  end 
end
reg [9:0] rand_counter_x_one;
always @(posedge clk) begin
  if (rand_counter_x_one >= 29) begin
    rand_counter_x_one <= 0;
  end
  else begin
    rand_counter_x_one <= rand_counter_x_one + 1;
  end 
end
reg [9:0] rand_counter_y;
always @(posedge clk) begin
  if (rand_counter_y >= 22) begin
    rand_counter_y <= 13;
  end
  else begin
    rand_counter_y <= rand_counter_y + 1;
  end 
end
reg [9:0] rand_counter_y_zero;
always @(posedge clk) begin
  if (rand_counter_y_zero >= 12) begin
    rand_counter_y_zero <= 0;
  end
  else begin
    rand_counter_y_zero <= rand_counter_y_zero + 1;
  end 
end
reg [9:0] rand_counter_y_one;
always @(posedge clk) begin
  if (rand_counter_y_one >= 22) begin
    rand_counter_y_one <= 0;
  end
  else begin
    rand_counter_y_one <= rand_counter_y_one + 1;
  end 
end
always @(posedge generate_new_apple) begin
  if (x_coord[rand_counter_x] < snake_bound_left || x_coord[rand_counter_x] > snake_bound_right) begin
    current_apple_x <= x_coord[rand_counter_x];
  end
  else if (x_coord[rand_counter_x_zero] < snake_bound_left || x_coord[rand_counter_x] > snake_bound_right) begin
    current_apple_x <= x_coord[rand_counter_x_zero];
  end
  else begin
    current_apple_x <= x_coord[rand_counter_x_one];
  end
end
always @(posedge generate_new_apple) begin
  if (y_coord[rand_counter_y] < snake_bound_up || y_coord[rand_counter_y] > snake_bound_down) begin
    current_apple_y <= y_coord[rand_counter_y];
  end
  else if (y_coord[rand_counter_y_zero] < snake_bound_up || y_coord[rand_counter_y] > snake_bound_down) begin
    current_apple_y <= y_coord[rand_counter_y_zero];
  end
  else begin
    current_apple_y <= y_coord[rand_counter_y_one];
  end
end
endmodule
==> flow/run.sh <==
#!/bin/bash
# OpenROAD 26Q1-2900-gdf79404cd8, Yosys 0.63+post, stock flow scripts
make -C /OpenROAD-flow-scripts/flow DESIGN_CONFIG=/design/flow/config.mk WORK_HOME=/design/flow/orfs finish
==> flow/config.mk <==
export PLATFORM = sky130hd
export DESIGN_NAME = apple
export DESIGN_NICKNAME = apple
export VERILOG_FILES = /design/flow/design.v
export SDC_FILE = /design/flow/constraint.sdc
export NUM_CORES = 4
export LEC_CHECK = 1
export CORE_UTILIZATION = 30
==> flow/constraint.sdc <==
current_design apple

set clk_period 2.8
set clk_io_pct 0.2

create_clock -name clk0 -period $clk_period [get_ports {clk}]
create_clock -name clk1 -period $clk_period [get_ports {generate_new_apple}]

set non_clock_inputs [all_inputs -no_clocks]
set_input_delay [expr $clk_period * $clk_io_pct] -clock clk0 $non_clock_inputs
set_output_delay [expr $clk_period * $clk_io_pct] -clock clk0 [all_outputs]
==> impl_metrics.tcl <==
# metrics dict for downstream scripts
set metrics [dict create \
    static-leakage-power_uw 0.00371 \
    postCtsSetupRepairBufs 0 \
    core_area_um2 21000 \
    synthesis.area_per_instance_um2 9.06 \
    post_dp_cell_area_um2 7860 \
    crit_family "buffers and inverters" \
    drv_cap 0 \
    yosysChipArea_um2 6450 \
    die-width_um 149 \
    warnings 50 \
    worstPathMaxFanout 2 \
    setup_viol 0 \
    drive_gt1_frac 0.114 \
    regToRegSetupSlack_ps 290 \
    final_critical_path_setup_slack_ps 97.1 \
    critPathCaptureType "primary output" \
    worstHoldPathCells 2 \
    path_buffers 2 \
    detail-route-antenna-nets 0 \
    grt_start_max_net_pins 20 \
    floorplanUtilization 0.307 \
    hold_crit_path_type "flip-flop to flip-flop" \
    run_status "finished, final reports clean" \
    regToRegStartpoint "rand_counter_x_one[8]$_SDFF_PP0_" \
    ir_drop_v 0.000270 \
    layout_top_cells "dfxtp_1, ha_1, nor2_1" \
    setup_repair_after_global_routing_missed_its_margin "yes" \
    sinks_on_clock_net 116 \
    critPathMaxStageDelay_ps 460 \
    antenna_found_initial 0 \
    detailed_place_hpwl_um 10700 \
    grt_first_pass_wirelength_um 22100 \
    gp_routability_congestion 0.882 \
    final_area_um2 8370 \
    clk_pin_slew_ps 70 \
    crit_required_ps 2240 \
    drt_first_pass_iters 4 \
    final_core_occ 0.398 \
    cp_cell_sequence "clkdlybuf4s50_1 > ha_2 > or4_1 > a21oi_1 > o21ai_1 > o2111ai_1 > a211oi_1 > buf_2" \
    layout_top_cell "dfxtp_1" \
    yosysTopAreaCell "dfxtp_1" \
    enable_flop_cells 0 \
    average_vias_per_placed_instance 4.55 \
    dieArea_um2 22100 \
    fp.dieH_um 149 \
    fin_tns_setup_ps 0 \
    grt.overflow.total 0 \
    num_antenna_cells 0 \
    async_reset_ff_frac 0 \
    max-slew-margin-rel 0.487 \
    ys_cells 712 \
    syn-cell-area_um2 6450 \
    ys_seq_share 0.360 \
    areaGrowthSynthToFinish_pct 29.8 \
    synthDominantCellAreaShare 0.360 \
    final.hold.worst_slack_ps 472 \
    yosys.cell_types.count 63 \
    tritoncts "built" \
    route.vias.total 5174 \
    vias_in_the_first_global_route 4767 \
    num_rows 53 \
    ys_ff 116 \
    place.port_buffers 74 \
    overall_routing_resource_usage 0.125 \
    io_pins 84 \
    holdCritStartpoint "rand_counter_x[5]$_SDFF_PP0_" \
    drc_errors 0 \
    placement.setup.worst_slack_ps -486 \
    skew_ps 9.20 \
    finalHoldViolCount 0 \
    syn_inst 712 \
    wl_per_cell_um 11.9 \
    holdPathEnd "rand_counter_x[5]$_SDFF_PP0_" \
    critPathKind "input pin to primary output" \
    dr.first_iter.drc_count 245 \
    critPathSlowestCell "or4_1" \
    timing_worst_slew_pin_value_ps 764 \
    drv_slew 0 \
    leading_register_cell_type_out_of_synthesis "dfxtp_1" \
    totalWireLength_um 13500 \
    power.density_cell_area_nw_per_um2 432 \
    yosysWarnings 1 \
    crit_arrival_ps 2140 \
    synth.top_cells.by_area "dfxtp_1, ha_1, a21oi_1" \
    cp-start-kind "input pin" \
    worst_r2r_path_depth 8 \
]
==> cell type report <==
| class | instances | area, um2 |
|---|---|---|
| flip-flops and latches | 116 | 2330 |
| clock inverters | 6 | 62.6 |
| well taps | 275 | 344 |
| inverters | 66 | 248 |
| clock buffers | 14 | 328 |
| fillers | 2034 | 12700 |
| multi-input cells | 548 | 4030 |
| repair buffers | 113 | 1030 |
==> cells by family (layout without fill, tap and decap cells) <==
kind of cell	count (synthesis)	in the layout	share of synthesized area
other	2	39	0.00116
AND-OR/OR-AND	152	152	0.150
XOR/XNOR	36	36	0.0512
AND/OR/NAND/NOR	190	190	0.136
multiplexers	34	34	0.0580
buffers and inverters	85	199	0.0549
flip-flops	116	116	0.360
adder cells (fa/ha/maj)	97	97	0.188
==> Yosys cell counts (all sizes together), types with 3 or more instances <==
cell type	number
dfxtp	116
ha	97
nor2	67
inv	66
a21oi	52
nand2	51
o21ai	37
mux2	27
nand3	26
xnor2	21
xor2	15
nor3	13
buf	11
clkbuf	8
a211oi	7
a21o	7
mux2i	7
o211ai	7
nand2b	6
a221oi	4
a311oi	4
a31oi	4
and4	4
a41oi	3
and2	3
nand4	3
nor2b	3
nor4	3
o21a	3
o22ai	3
o31ai	3
or4	3
==> report_power, final <==
group / total, uW / switching [uW] / leakage (uW) / internal (uW)
Sequential: 1710 / 20.7 / 0.000951 / 1690
Combinational: 378 / 162 / 0.00256 / 216
Clock: 1530 / 664 / 0.000192 / 867
==> through the flow <==
stage	total power (uW)	std cells
CTS	3660	1138
floorplan	1930	749
finish	3620	1138
global route	3800	1138
detailed placement	2110	1118
global placement	2110	1118
==> worst min-delay path, cell delays in order, from the launching register on <==
cell	delay, ps
dfxtp_1	320
a41oi_1	40
nor2_1	70
==> worst max path at each step <==
| stage | from | end | slack [ps] | cells past startpoint |
|---|---|---|---|---|
| after CTS | current_apple_y[4]$_DFF_P_ | apple_region | 20 | 8 |
| after global routing | pixel_x[8] | apple_region | -40 | 9 |
| final | pixel_x[8] | apple_region | 100 | 8 |
==> repair_timing <==
action / in CTS / in global routing
cloned: 0 / 0
hold buffers: 0 / 0
gates resized: 18 / 23
setup endpoints to repair: 1 / 9
pin swaps: 7 / 9
==> routing by layer <==
| layer | wire [um] | global-route usage |
|---|---|---|
| met3 | 528 | 0.0144 |
| met4 | 304 | 0.0263 |
| met1 | 6860 | 0.188 |
| met2 | 5850 | 0.196 |
| met5 | 0 | 0 |
No activity file was given, so power comes from the tool's default toggle rates.
