--- flow/run.sh ---
#!/bin/bash
# OpenROAD 26Q1-2900-gdf79404cd8, Yosys 0.63+post, stock flow scripts
make -C /OpenROAD-flow-scripts/flow DESIGN_CONFIG=/design/flow/config.mk WORK_HOME=/design/flow/orfs finish
--- flow/config.mk ---
export PLATFORM = sky130hd
export DESIGN_NAME = level3obstacle
export DESIGN_NICKNAME = level3obstacle
export VERILOG_FILES = /design/flow/design.v
export SDC_FILE = /design/flow/constraint.sdc
export NUM_CORES = 4
export LEC_CHECK = 1
export CORE_AREA = 10 10 70 70
export DIE_AREA = 0 0 80 80
--- flow/constraint.sdc ---
current_design level3obstacle

set clk_period 2.9
set clk_io_pct 0.2

create_clock -name clk0 -period $clk_period

set non_clock_inputs [all_inputs -no_clocks]
set_input_delay [expr $clk_period * $clk_io_pct] -clock clk0 $non_clock_inputs
set_output_delay [expr $clk_period * $clk_io_pct] -clock clk0 [all_outputs]
--- flow/design.v ---
`timescale 1ns / 1ps
module level3obstacle(
    input  clk,
    input  reset,
    input  en, 
    input [9:0] pixel_x,
    input [9:0] pixel_y,
    output crashed,
    output obstacle_region
    );
reg [9:0] o_x [0:33];
reg [9:0] o_y [0:33];
wire obstacle_region;
reg crashed;
initial begin
  o_x[0] = 221;
  o_x[1] = 241;
  o_x[2] = 261;
  o_x[3] = 281;
  o_x[4] = 301;
  o_x[5] = 321;
  o_x[6] = 341;
  o_x[7] = 361;
  o_x[8] = 221;
  o_x[9] = 241;
  o_x[10] = 261;
  o_x[11] = 281;
  o_x[12] = 301;
  o_x[13] = 321;
  o_x[14] = 341;
  o_x[15] = 361;
  o_x[16] = 501;
  o_x[17] = 501;
  o_x[18] = 501;
  o_x[19] = 501;
  o_x[20] = 501;
  o_x[21] = 121;
  o_x[22] = 121;
  o_x[23] = 121;
  o_x[24] = 121;
  o_x[25] = 121;
  o_x[26] = 221;
  o_x[27] = 241;
  o_x[28] = 261;
  o_x[29] = 281;
  o_x[30] = 301;
  o_x[31] = 321;
  o_x[32] = 341;
  o_x[33] = 361;
  o_y[0] = 81;
  o_y[1] = 81;
  o_y[2] = 81;
  o_y[3] = 81;
  o_y[4] = 81;
  o_y[5] = 81;
  o_y[6] = 81;
  o_y[7] = 81;
  o_y[8] =  305;
  o_y[9] =  305;
  o_y[10] = 305;
  o_y[11] = 305;
  o_y[12] = 305;
  o_y[13] = 305;
  o_y[14] = 305;
  o_y[15] = 305;
  o_y[16] = 161;
  o_y[17] = 177;
  o_y[18] = 193;
  o_y[19] = 209;
  o_y[20] = 225;
  o_y[21] = 161;
  o_y[22] = 177;
  o_y[23] = 193;
  o_y[24] = 209;
  o_y[25] = 225;
  o_y[26] = 193;
  o_y[27] = 193;
  o_y[28] = 193;
  o_y[29] = 193;
  o_y[30] = 193;
  o_y[31] = 193;
  o_y[32] = 193;
  o_y[33] = 193;
end
assign obstacle_region  = en &&
(((pixel_x >= o_x[0]) && (pixel_x < o_x[0] + 20) && (pixel_y >= o_y[0]) && (pixel_y < o_y[0] + 16)) ||
((pixel_x >= o_x[1]) && (pixel_x < o_x[1] + 20) && (pixel_y >= o_y[1]) && (pixel_y < o_y[1] + 16)) ||
((pixel_x >= o_x[2]) && (pixel_x < o_x[2] + 20) && (pixel_y >= o_y[2]) && (pixel_y < o_y[2] + 16)) ||
((pixel_x >= o_x[3]) && (pixel_x < o_x[3] + 20) && (pixel_y >= o_y[3]) && (pixel_y < o_y[3] + 16)) ||
((pixel_x >= o_x[4]) && (pixel_x < o_x[4] + 20) && (pixel_y >= o_y[4]) && (pixel_y < o_y[4] + 16)) ||
((pixel_x >= o_x[5]) && (pixel_x < o_x[5] + 20) && (pixel_y >= o_y[0]) && (pixel_y < o_y[5] + 16)) ||
((pixel_x >= o_x[6]) && (pixel_x < o_x[6] + 20) && (pixel_y >= o_y[0]) && (pixel_y < o_y[6] + 16)) ||
((pixel_x >= o_x[7]) && (pixel_x < o_x[7] + 20) && (pixel_y >= o_y[7]) && (pixel_y < o_y[7] + 16)) ||
((pixel_x >= o_x[8]) && (pixel_x < o_x[8] + 20) && (pixel_y >= o_y[8]) && (pixel_y < o_y[8] + 16)) ||
((pixel_x >= o_x[9]) && (pixel_x < o_x[9] + 20) && (pixel_y >= o_y[9]) && (pixel_y < o_y[9] + 16)) ||
((pixel_x >= o_x[10]) && (pixel_x < o_x[10] + 20) && (pixel_y >= o_y[10]) && (pixel_y < o_y[10] + 16)) ||
((pixel_x >= o_x[11]) && (pixel_x < o_x[11] + 20) && (pixel_y >= o_y[11]) && (pixel_y < o_y[11] + 16)) ||
((pixel_x >= o_x[12]) && (pixel_x < o_x[12] + 20) && (pixel_y >= o_y[12]) && (pixel_y < o_y[12] + 16)) ||
((pixel_x >= o_x[13]) && (pixel_x < o_x[13] + 20) && (pixel_y >= o_y[13]) && (pixel_y < o_y[13] + 16)) ||
((pixel_x >= o_x[14]) && (pixel_x < o_x[14] + 20) && (pixel_y >= o_y[14]) && (pixel_y < o_y[14] + 16)) ||
((pixel_x >= o_x[15]) && (pixel_x < o_x[15] + 20) && (pixel_y >= o_y[15]) && (pixel_y < o_y[15] + 16)) ||
((pixel_x >= o_x[16]) && (pixel_x < o_x[16] + 20) && (pixel_y >= o_y[16]) && (pixel_y < o_y[16] + 16)) ||
((pixel_x >= o_x[17]) && (pixel_x < o_x[17] + 20) && (pixel_y >= o_y[17]) && (pixel_y < o_y[17] + 16)) ||
((pixel_x >= o_x[18]) && (pixel_x < o_x[18] + 20) && (pixel_y >= o_y[18]) && (pixel_y < o_y[18] + 16)) ||
((pixel_x >= o_x[19]) && (pixel_x < o_x[19] + 20) && (pixel_y >= o_y[19]) && (pixel_y < o_y[19] + 16)) ||
((pixel_x >= o_x[20]) && (pixel_x < o_x[20] + 20) && (pixel_y >= o_y[20]) && (pixel_y < o_y[20] + 16)) ||
((pixel_x >= o_x[21]) && (pixel_x < o_x[21] + 20) && (pixel_y >= o_y[21]) && (pixel_y < o_y[21] + 16)) ||
((pixel_x >= o_x[22]) && (pixel_x < o_x[22] + 20) && (pixel_y >= o_y[22]) && (pixel_y < o_y[22] + 16)) ||
((pixel_x >= o_x[23]) && (pixel_x < o_x[23] + 20) && (pixel_y >= o_y[23]) && (pixel_y < o_y[23] + 16)) ||
((pixel_x >= o_x[24]) && (pixel_x < o_x[24] + 20) && (pixel_y >= o_y[24]) && (pixel_y < o_y[24] + 16)) ||
((pixel_x >= o_x[25]) && (pixel_x < o_x[25] + 20) && (pixel_y >= o_y[25]) && (pixel_y < o_y[25] + 16)) ||
((pixel_x >= o_x[26]) && (pixel_x < o_x[26] + 20) && (pixel_y >= o_y[26]) && (pixel_y < o_y[26] + 16)) ||
((pixel_x >= o_x[27]) && (pixel_x < o_x[27] + 20) && (pixel_y >= o_y[27]) && (pixel_y < o_y[27] + 16)) ||
((pixel_x >= o_x[28]) && (pixel_x < o_x[28] + 20) && (pixel_y >= o_y[28]) && (pixel_y < o_y[28] + 16)) ||
((pixel_x >= o_x[29]) && (pixel_x < o_x[29] + 20) && (pixel_y >= o_y[29]) && (pixel_y < o_y[29] + 16)) ||
((pixel_x >= o_x[30]) && (pixel_x < o_x[30] + 20) && (pixel_y >= o_y[30]) && (pixel_y < o_y[30] + 16)) ||
((pixel_x >= o_x[31]) && (pixel_x < o_x[31] + 20) && (pixel_y >= o_y[31]) && (pixel_y < o_y[31] + 16)) ||
((pixel_x >= o_x[32]) && (pixel_x < o_x[32] + 20) && (pixel_y >= o_y[32]) && (pixel_y < o_y[32] + 16)) ||
((pixel_x >= o_x[33]) && (pixel_x < o_x[33] + 20) && (pixel_y >= o_y[33]) && (pixel_y < o_y[33] + 16)) 
);
endmodule
==> changes_impl.md <==
### Metrics

- Status: finished clean
- Mapped cell area: 368 um^2
- # rows: 21
- OpenROAD warning count: 34
- P_leak: 0.289 nW
- Period utilisation layout: a little over nine tenths
- Post-Synthesis Cells: just over 50
- Core Density at Floorplan: 10.8%
- Via count of the first global-routing pass: 524
- VDD IR max: roughly 0.038 mV
- Placed Cells: 130
- Vias: 565
- Max-area cell share: 13.6%
- Leading area contributor after synthesis: nor4bb_1
- WS Path Type: input pin to primary output
- Initial antenna violation count: 0
- Drt initial violations: 81
- Fmax: 362 MHz
- First-pass iteration count of the detailed router: 4
- Crit end category: primary output
- # IOs: 25
- Largest net degree at the start of global routing: 8
- Finished Core Util: between 20% and 30%
- Netlist cell types: 32
- Top logic family: simple AND/OR/NAND/NOR gates
- Non-Filler Instances: 131
- Grt met1 use: 6.13%
- Slowest CP cell: or4_4
- Pins Over Slew Limit: 0
- RSZ-0062 raised after global routing: false
- Vias/cell: 4.31
- Simple-Gate Area Share: roughly 59%
- Avg Synthesized Cell Area: 7.21 um^2
- Final Power: between 0.07 and 0.08 mW
- Worst Path Max Fanout: 2
- Pwr/cell area: 104 nW/um^2
- And-or/or-and share of the synthesized area: 36.1%
- Final min period: 2.76 ns
- Number of routed nets with antenna violations: 0
- Worst hold start: pixel_x[8]
- Register area: 0 um^2
- Yosys synthesis warning count: 2
- Core ar.: 3420 um^2
- Post-synth seq share: 0%
- Die Ht: 80 um
- First-pass GRT wire length: 2330 um
- Hold Crit Class: input pin to primary output
- N_diodes: 0
- Die X: 80 um
- CP Launch Point: pixel_x[3]
- HPWL after DPL: 1190 um
- Top cells, area: nor4bb_1 14%, nor2b_1 5.1%, nand4b_1 4.8%
- Req. time, crit path: 2.32 ns
- YS chip area: about 370 um^2
- Final Hold Fails: 0
- Maxcap violations: 0
- Pre-CTS worst setup slack: -0.622 ns
- Seq cells: 0
- Total cells reported by yosys after synthesis: 51
- Worst-path cell chain: clkdlybuf4s15_1, or4_4, o31a_1, a2111o_1, o221ai_2, a32o_1, buf_2
- GR peak layer: met2
- Met2 Use GR: under 10%
- Final setup violation count: 0
- Adder-cell share of the synthesized area: 0%
- Top-count cell post-synth: nor4bb_1
- Xor+xnor area frac: around 2.4%
- Die area: approximately 6400 um^2
- WL/cell: 10.6 um
- GP Congestion: 0.798
- Clkbuf count: 0
- Final WS setup: 0.141 ns
- DRC: 0
- Final wirelength: 1390 um
- Met3 Use GR: 1.14%
- Count of input and output buffers: 22
- CP startpoint kind: input pin
- GRT overflow: 0
- Mux share: 0%
- Critical path arrival: 2.18 ns
- Top cells by count: 5 x nor4bb_1, 4 x nor2_1, 3 x nand3_1, 3 x nor2b_1, 3 x nor3_1
- Area delta synth->final: 104%
- Share of post-route cells with drive strength above 1: 24.7%
- CP peak stage delay: 0.48 ns
- Total Routing Usage GR: 4.23%
## cell usage in the layout, fill, tap and decap left out, drive strengths merged
cell type,n
buf,14
clkdlybuf4s50,13
nor4bb,5
nor2,4
nor3,3
nor2b,3
nand3,3
dlygate4sd2,3
nor4,3
a21oi,2
o211ai,2
nand2b,2
o21ai,2
nand4b,2
dlymetal6s2s,2
clkbuf,2
or2,1
nand4,1
a31oi,1
or4,1
a41o,1
a221oi,1
a22oi,1
o211a,1
o31a,1
a2111o,1
o221ai,1
nor3b,1
and3b,1
xnor2,1
o31ai,1
and3,1
o311ai,1
a32o,1
conb,1
clkdlybuf4s15,1
## routing by layer
metal  up-vias  share of wire (%)
met4         0                  0
met3         0                9.6
met1       245                 48
met2        25                 42
met5         -                  0
li1        295                  -
## layout make-up
class | count | area [um^2]
Fill cell | 387 | 2660
Multi-Input combinational cell | 50 | 390
Timing Repair Buffer | 35 | 304
Tap cell | 46 | 57.6
## per-stage QoR
| step | setup TNS [ns] | hold WS, ns | area, um^2 |
|---|---|---|---|
| floorplan | 0 | 1.40 | 368 |
| global placement | -0.597 | 2.36 | 728 |
| detailed placement | -0.622 | 2.35 | 728 |
| CTS | 0 | 2.00 | 748 |
| global route | 0 | 1.99 | 752 |
| finish | 0 | 1.91 | 752 |
## logic make-up (layout without fill, tap and decap cells)
group / count (synthesis) / in the layout
other cells: 1 / 1
compound gates: 17 / 17
simple gates: 31 / 31
xor+xnor: 1 / 1
buf+inv: 1 / 35
## worst max-delay path, delay by kind of cell
family	cells	cell delay [ns]
buffers and inverters	2	0.28
AND-OR/OR-AND	4	0.84
AND/OR/NAND/NOR	1	0.48
## power breakdown
group	internal, mW	switching (mW)
Clock	0	0
Sequential	0	0
Combinational	0.0468	0.0317
Total	0.0468	0.0317
## path summary, 6_finish.rpt
check | endpoint | slack (ns) | depth (start not counted)
setup / recovery | obstacle_region | 0.14 | 7
hold / removal | obstacle_region | 1.91 | 6
## timing repair
item                       4_1_cts  5_1_grt
buffers inserted                 1        0
setup endpoints to repair        1        1
gates resized                   13        7
hold buffers                     0        0
gates cloned                     0        0
pin swaps                        7        6
Power figures rest on the tool's default switching activity, not on a simulated workload.
