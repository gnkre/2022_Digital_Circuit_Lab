<file path="flow/design.v">
`timescale 1ns / 1ps
module lab4(
  input  clk,             
  input  reset_n,         
  input  [3:0] usr_btn,   
  output [3:0] usr_led    
);
reg signed [3:0] counter = 4'b0000;
reg [3:0] finaloutput = 0;
reg [26:0] ctr = 0;
reg [26:0] ctrmain = 0;
localparam min = -8, max = 7;
localparam pwnfive = 50000, pwntwentyfive = 250000, pwnfifty = 500000, pwnseventyfive = 750000, pwnonehundured = 999000;
reg [2:0] pwnstatus = 0;
reg [19:0] pwnctr = 0;
always @(posedge clk, negedge reset_n) begin
    if (reset_n == 0) begin
        ctr <= 0;
        ctrmain <= 0;
        finaloutput <= 0;
        pwnstatus <= 0;
        pwnctr <= 0;
        counter <= 0;
    end
    else if (clk == 1) begin
        pwnctr <= pwnctr + 1;
        if (pwnctr == 999990) begin
            pwnctr <= 0;
            finaloutput <= counter;
        end
        if (pwnstatus == 0) begin
            if (pwnctr == pwnfive) begin
                finaloutput <= 0;
            end
        end
        else if (pwnstatus == 1) begin
            if (pwnctr == pwntwentyfive) begin
                finaloutput <= 0;
            end
        end
        else if (pwnstatus == 2) begin
            if (pwnctr == pwnfifty) begin
                finaloutput <= 0;
            end
        end
        else if (pwnstatus == 3) begin
            if (pwnctr == pwnseventyfive) begin
                finaloutput <= 0;
            end
        end
        else if (pwnstatus == 4) begin
            if (pwnctr == pwnonehundured) begin
                finaloutput <= 0;
            end
        end
        if (usr_btn[0] == 1 && ctr < 10000000) begin
            ctr <= ctr + 1;
        end
        else if (usr_btn[0] == 1 && ctr >= 10000000) begin
            ctr <= 0;
            if (counter > min) begin
                counter = counter - 1;
            end
        end
        else if (usr_btn[1] == 1 && ctr < 10000000) begin
            ctr <= ctr + 1;
        end
        else if (usr_btn[1] == 1 && ctr >= 10000000) begin
            ctr <= 0;
            if (counter < max) begin
                counter = counter + 1;
            end
        end
        else if (usr_btn[2] == 1 && ctr < 10000000) begin
            ctr <= ctr + 1;
        end
        else if (usr_btn[2] == 1 && ctr >= 10000000) begin
            ctr <= 0;
            if (pwnstatus > 0) begin
                pwnstatus <= pwnstatus - 1;
            end
        end
        else if (usr_btn[3] == 1 && ctr < 10000000) begin
            ctr <= ctr + 1;
        end
        else if (usr_btn[3] == 1 && ctr >= 10000000) begin
            ctr <= 0;
            if (pwnstatus < 4) begin
                pwnstatus <= pwnstatus + 1;
            end
        end
        else if (ctrmain >= 17000000) begin  
            ctrmain <= 0;
            ctr <= 0;
        end
        else begin
            ctrmain <= ctrmain + 1;
        end
    end
end
assign usr_led = finaloutput;
endmodule
</file>
<file path="flow/run.sh">
#!/bin/bash
# OpenROAD 26Q1-2900-gdf79404cd8, Yosys 0.63+post, stock flow scripts
make -C /OpenROAD-flow-scripts/flow DESIGN_CONFIG=/design/flow/config.mk WORK_HOME=/design/flow/orfs finish
</file>
<file path="flow/config.mk">
export PLATFORM = sky130hd
export DESIGN_NAME = lab4
export DESIGN_NICKNAME = lab4
export VERILOG_FILES = /design/flow/design.v
export SDC_FILE = /design/flow/constraint.sdc
export NUM_CORES = 4
export LEC_CHECK = 1
export CORE_UTILIZATION = 40
</file>
<file path="flow/constraint.sdc">
current_design lab4

set clk_period 3.5
set clk_io_pct 0.2

create_clock -name clk0 -period $clk_period [get_ports {clk}]

set non_clock_inputs [all_inputs -no_clocks]
set_input_delay [expr $clk_period * $clk_io_pct] -clock clk0 $non_clock_inputs
set_output_delay [expr $clk_period * $clk_io_pct] -clock clk0 [all_outputs]
</file>
==> results.sh <==
# source this file to load flow results
export IMPL_wl_mm=9.981
export IMPL_rr_startpoint="ctr[9]"
export IMPL_fp_utilization=0.4152
export IMPL_gp_congestion=0.9404
export IMPL_p_leak_uw=0.002215
export IMPL_power_share_clock=0.402
export IMPL_required_ns=3.72
export IMPL_power_per_cell_area_nw_per_um2=440.2
export IMPL_drt_pass1_iterations=4
export IMPL_pre_cts_slack_ns=0.3454
export IMPL_relSlewSlack=0.4921
export IMPL_root_buffer="clkbuf_16"
export IMPL_min_delay_path_class="in2async"
export IMPL_cts_sinks=85
export IMPL_timing_hold_ws_ns=0.4302
export IMPL_warning_count=35
export IMPL_post_route_util=0.4593
export IMPL_die_height_um=111.6
export IMPL_status="finished clean"
export IMPL_netSwitchingFraction=0.2609
export IMPL_arrival_ns=3.04
export IMPL_finalCritPeriodShare=0.8043
export IMPL_rsz0062_at_grt="false"
export IMPL_remaining_drc_errors=0
export IMPL_drt_iter0_drc=197
export IMPL_ios=10
export IMPL_avgSynthCellArea_um2=9.095
export IMPL_p_int_uw=1728
export IMPL_ys_warn_count=1
export IMPL_dp_hpwl_mm=6.920
export IMPL_vias=3796
export IMPL_grt_pass1_vias=3693
export IMPL_ys_cells=528
export IMPL_syn_inst=528
export IMPL_synth_cell_types=51
export IMPL_cts_tree="built"
export IMPL_clk_path_buf_depth=2
export IMPL_cp_endpoint="ctr[19]"
export IMPL_diodes=0
export IMPL_ys_area_um2=4802
export IMPL_end_kind="flip-flop"
export IMPL_cts_hold_buf=0
export IMPL_edf_count=0
export IMPL_start_kind="primary input"
export IMPL_drive_above_1_share=0.05762
export IMPL_power_frac_seq=0.489
export IMPL_post_cts_buffers=0
export IMPL_worst_pin_slew_ns=0.7549
export IMPL_via_per_inst=5.574
export IMPL_reg2regPathDepth=11
export IMPL_ff_type="dfrtp_1"
export IMPL_area_growth_pct=10.60
export IMPL_clkLatencyLatePin_ns=0.34
export IMPL_cts_resized=0
export IMPL_wl_per_cell_um=14.66
export IMPL_overflow=0
export IMPL_synth_flops=85
export IMPL_maxSlewViolCount=0
export IMPL_numPortBuffers=9
export IMPL_yosys_stat_seqShare=0.4429
export IMPL_final_hold_viol_count=0
export IMPL_setup_viol=0
export IMPL_synthArstFlopShare=1.000
export IMPL_dieArea_um2=12450
export IMPL_cts_clk_slew_worst_paths_ns=0.06
export IMPL_path_max_fanout=18
export IMPL_maxCapViolCount=0
export IMPL_cts_buffers=9
export IMPL_coreArea_um2=11560
export IMPL_die_width_um=111.6
export IMPL_grt_max_degree=59
export IMPL_r2r_slack_ns=0.75
export IMPL_synth_area_um2=4802
export IMPL_rows=39
export IMPL_grt_pass1_wl_mm=17.68
export IMPL_cp_startpoint="usr_btn[3]"
export IMPL_fin_skew_ns=0.007748
export IMPL_crit_type="in2reg"
export IMPL_fin_setup_tns_ns=0
export IMPL_fin_crit_ns=2.815
export IMPL_grt_total_usage=0.1782
export IMPL_drtAntennaViolNets=0
export IMPL_htree_levels=3
export IMPL_antenna_found_initial=0
export IMPL_p_comb_frac=0.109
export IMPL_ir_drop_uv=344.3
export IMPL_switching_power_uw=609.9
export IMPL_finalWorstSetupSlack_ns=0.6849
export IMPL_regToRegEndpoint="counter[3]"
export IMPL_fmax_mhz=355.2
[kinds of logic (layout without fill, tap and decap cells)]
kind of cell,Yosys count,in the layout,synth area share
AND-OR/OR-AND,94,94,0.1183
adder cells (fa/ha/maj),16,16,0.04325
flip-flops,85,85,0.4429
multiplexers,7,7,0.01511
AND/OR/NAND/NOR,243,243,0.2655
buffers and inverters,42,52,0.04012
XOR/XNOR,41,41,0.07478
[synth_stat cells (all sizes together) (2+ instances only)]
library cell | n | area share
nand4 | 20 | 0.026
nor4 | 11 | 0.014
inv | 18 | 0.014
xor2 | 13 | 0.024
a21oi | 17 | 0.018
o41ai | 2 | 0.0036
mux2 | 2 | 0.0047
nand4b | 6 | 0.011
clkbuf | 15 | 0.012
buf | 9 | 0.014
o21ai | 41 | 0.043
a31oi | 9 | 0.012
or4 | 3 | 0.0055
dfrtp | 85 | 0.44
o22a | 2 | 0.0036
nand3b | 2 | 0.0031
nand2 | 43 | 0.034
nor2b | 4 | 0.0052
xnor2 | 28 | 0.051
nor2 | 54 | 0.042
nand3 | 32 | 0.033
o211ai | 4 | 0.0063
a21o | 4 | 0.0063
a41oi | 2 | 0.0036
or3 | 7 | 0.0091
and2 | 6 | 0.0078
o31ai | 7 | 0.011
and4 | 5 | 0.0091
and3 | 11 | 0.014
mux2i | 5 | 0.010
ha | 15 | 0.039
nor3 | 28 | 0.032
nor4b | 2 | 0.0036
nor3b | 4 | 0.0063
[critical path, stage by stage]
cell and delay [ns]:
clkdlybuf4s50_1 0.48, or4_4 0.69, or2b_1 0.23, nor2_1 0.13, nor2_1 0.44, buf_4 0.29
nor2_1 0.07
[sequential cells by signal, summed over array words and instances, names as in the netlist]
name and cells:
ctr 27, ctrmain 27, pwnctr 20, counter 4
finaloutput 4, pwnstatus 3
[worst min path at each step]
| stage | slack (ns) | endpoint | startpoint |
|---|---|---|---|
| 6_report | 0.43 | pwnctr[5] | reset_n |
| 5_1_grt | 0.50 | pwnctr[19] | reset_n |
| 4_1_cts | 0.46 | pwnctr[2] | reset_n |
[layer usage]
| metal | wire length [um] | vias to the layer above | share of wire | GRT usage |
|---|---|---|---|---|
| li1 | - | 1906 | - | - |
| met1 | 4878 | 1817 | 0.49 | 0.2698 |
| met2 | 4508 | 63 | 0.45 | 0.2788 |
| met3 | 480 | 10 | 0.048 | 0.04377 |
| met4 | 113 | 0 | 0.011 | 0.01622 |
| met5 | 0 | - | 0 | 0 |
[power by group through the flow]
stage                 Sequential, uW  Combinational [uW]  Clock (uW)
final                           1140                 254         941
after CTS                       1140                 259         968
after global routing            1150                 297        1020
[cell usage in the layout (no fill, tap or decap), drive strengths merged, types with 3 or more instances in the layout]
cell type / instances
a21oi: 17
nor3b: 4
a31oi: 9
nand4: 20
dfrtp: 85
xor2: 13
o21ai: 41
and2: 6
or3: 7
nor2: 54
ha: 15
nor3: 28
o31ai: 7
mux2i: 5
and4: 5
buf: 10
xnor2: 28
a21o: 4
and3: 11
inv: 18
clkbuf: 12
nand2: 43
nor4: 11
nand3: 32
nor2b: 4
o211ai: 4
or4: 3
clkdlybuf4s50: 8
nand4b: 6
[area by class of cell]
cell class / instances / area [um^2]
Fill cell: 1093 / 6254
Tap cell: 143 / 178.9
Timing Repair Buffer: 18 / 155.1
Clock inverter: 4 / 47.55
Inverter: 18 / 67.56
Multi-Input combinational cell: 401 / 2489
Sequential cell: 85 / 2127
Clock buffer: 12 / 246.5
[stage by stage]
| step | instances | power [uW] | cell area (um^2) |
|---|---|---|---|
| 3_3_place_gp | 665 | 1407 | 5017 |
| 2_1_floorplan | 528 | 1328 | 4802 |
| 4_1_cts | 681 | 2368 | 5311 |
| 3_5_place_dp | 665 | 1414 | 5017 |
| 6_report | 681 | 2338 | 5311 |
| 5_1_grt | 681 | 2466 | 5311 |
Power and IR drop assume default switching activity.
