File: ./run.sh
#!/bin/bash
# OpenROAD 26Q1-2900-gdf79404cd8, Yosys 0.63+post, stock flow scripts
make -C /OpenROAD-flow-scripts/flow DESIGN_CONFIG=/design/flow/config.mk WORK_HOME=/design/flow/orfs finish
File: ./config.mk
export PLATFORM = sky130hd
export DESIGN_NAME = leveloneobstacle
export DESIGN_NICKNAME = leveloneobstacle
export VERILOG_FILES = /design/flow/design.v
export SDC_FILE = /design/flow/constraint.sdc
export NUM_CORES = 4
export LEC_CHECK = 1
export CORE_AREA = 10 10 70 70
export DIE_AREA = 0 0 80 80
File: ./constraint.sdc
current_design leveloneobstacle

set clk_period 3.6
set clk_io_pct 0.2

create_clock -name clk0 -period $clk_period

set non_clock_inputs [all_inputs -no_clocks]
set_input_delay [expr $clk_period * $clk_io_pct] -clock clk0 $non_clock_inputs
set_output_delay [expr $clk_period * $clk_io_pct] -clock clk0 [all_outputs]
File: ./design.v
`timescale 1ns / 1ps
module leveloneobstacle(
    input  clk,
    input  reset,
    input  en,
    input [9:0] pixel_x,
    input [9:0] pixel_y,
    output crashed,
    output obstacle_region
    );
reg [9:0] o_x [0:15];
reg [9:0] o_y [0:15];
wire obstacle_region;
reg crashed;
initial begin
  o_x[0] = 221;
  o_x[1] = 241;
  o_x[2] = 261;
  o_x[3] = 281;
  o_x[4] = 301;
  o_x[5] = 321;
  o_x[6] = 341;
  o_x[7] = 361;
  o_x[8] = 221;
  o_x[9] = 241;
  o_x[10] = 261;
  o_x[11] = 281;
  o_x[12] = 301;
  o_x[13] = 321;
  o_x[14] = 341;
  o_x[15] = 361;
  o_y[0] = 81;
  o_y[1] = 81;
  o_y[2] = 81;
  o_y[3] = 81;
  o_y[4] = 81;
  o_y[5] = 81;
  o_y[6] = 81;
  o_y[7] = 81;
  o_y[8] =  305;
  o_y[9] =  305;
  o_y[10] = 305;
  o_y[11] = 305;
  o_y[12] = 305;
  o_y[13] = 305;
  o_y[14] = 305;
  o_y[15] = 305;
end
assign obstacle_region = en &&
(((pixel_x >= o_x[0]) && (pixel_x < o_x[0] + 20) && (pixel_y >= o_y[0]) && (pixel_y < o_y[0] + 16)) ||
((pixel_x >= o_x[1]) && (pixel_x < o_x[1] + 20) && (pixel_y >= o_y[1]) && (pixel_y < o_y[1] + 16)) ||
((pixel_x >= o_x[2]) && (pixel_x < o_x[2] + 20) && (pixel_y >= o_y[2]) && (pixel_y < o_y[2] + 16)) ||
((pixel_x >= o_x[3]) && (pixel_x < o_x[3] + 20) && (pixel_y >= o_y[3]) && (pixel_y < o_y[3] + 16)) ||
((pixel_x >= o_x[4]) && (pixel_x < o_x[4] + 20) && (pixel_y >= o_y[4]) && (pixel_y < o_y[4] + 16)) ||
((pixel_x >= o_x[5]) && (pixel_x < o_x[5] + 20) && (pixel_y >= o_y[0]) && (pixel_y < o_y[5] + 16)) ||
((pixel_x >= o_x[6]) && (pixel_x < o_x[6] + 20) && (pixel_y >= o_y[0]) && (pixel_y < o_y[6] + 16)) ||
((pixel_x >= o_x[7]) && (pixel_x < o_x[7] + 20) && (pixel_y >= o_y[7]) && (pixel_y < o_y[7] + 16)) ||
((pixel_x >= o_x[8]) && (pixel_x < o_x[8] + 20) && (pixel_y >= o_y[8]) && (pixel_y < o_y[8] + 16)) ||
((pixel_x >= o_x[9]) && (pixel_x < o_x[9] + 20) && (pixel_y >= o_y[9]) && (pixel_y < o_y[9] + 16)) ||
((pixel_x >= o_x[10]) && (pixel_x < o_x[10] + 20) && (pixel_y >= o_y[10]) && (pixel_y < o_y[10] + 16)) ||
((pixel_x >= o_x[11]) && (pixel_x < o_x[11] + 20) && (pixel_y >= o_y[11]) && (pixel_y < o_y[11] + 16)) ||
((pixel_x >= o_x[12]) && (pixel_x < o_x[12] + 20) && (pixel_y >= o_y[12]) && (pixel_y < o_y[12] + 16)) ||
((pixel_x >= o_x[13]) && (pixel_x < o_x[13] + 20) && (pixel_y >= o_y[13]) && (pixel_y < o_y[13] + 16)) ||
((pixel_x >= o_x[14]) && (pixel_x < o_x[14] + 20) && (pixel_y >= o_y[14]) && (pixel_y < o_y[14] + 16)) ||
((pixel_x >= o_x[15]) && (pixel_x < o_x[15] + 20) && (pixel_y >= o_y[15]) && (pixel_y < o_y[15] + 16))) ;
endmodule
==> results.toml <==
# synthesis and place-and-route metrics
[run_status]
status = "finished, final reports clean"

[synthesis]
muxShareOfSynthArea_pct = 0
ys_sh_adder_pct = 0
seq_area_frac_synth_pct = 0
xor_share_pct = 0
netlist_area_um2 = 244
syn_area_per_cell_um2 = 6.78
ys_types = 24
yosysWarnings = 2
simple_gate_area_share_pct = 47.7
yosys_area_um2 = 244
logic_family = "AND-OR/OR-AND gates"
synth_cells = 36
ys_cells = 36
yosys.area_share.aoi_pct = 47.7

[floorplan]
dieWidth_um = 80
core_area_um2 = 3420
num_rows = 21
die_h_um = 80
initCoreUtil_pct = 7.14
die_area_um2 = 6400
ios = 25

[power]
switching_share_pct = 33.6
p_int_uw = 33.7
power_frac_clock_pct = 0
ir_worst_vdd_v = 0.0000124
p_seq_share_pct = 0
power_switching_uw = 17.1
p_leak_uw = 0.000212
power.density_nw_per_um2 = 85.7
p_comb_share_pct = 100.0

[final_layout]
regArea_um2 = 0
drive_gt1_share_pct = 19.4
fillCellCount = 379
mostFrequentLayoutCells = "21 x clkdlybuf4s50_1, 10 x buf_4, 5 x o21ai_0, 4 x nor3b_1, 3 x nor2_1"
layout.cells.non_filler = 113
fin_util_pct = 17.4
logic_area_um2 = 241
nClkBuffers = 0
mostFrequentLayoutCell = "clkdlybuf4s50_1"
ff_count = 0
fin_area_um2 = 593
syn2layout_area_growth_pct = 143

[drt]
drc = 0
totalWireLength_um = 1020
via_count = 406
dr.first_iter.drc_count = 16
ant_nets = 0
wl_per_cell_um = 9.00
drt_pass1_iterations = 3
num_antenna_cells = 0
routed_via_density = 3.59

[setup_path]
cp.required_ps = 2880
start_kind = "input pin"
critPathArrivalTime_ps = 2750
crit_fanout = 2
crit_type = "in2out"
end_kind = "primary output"

[final_timing]
period_used_pct = 96.5
finalMaxSlewViolations = 0
fmax_mhz = 288
finalHoldViolCount = 0
fin_crit_ps = 3470
finalSetupViolCount = 0
rsz0062_at_grt = "no"

[global_route]
grt_usage_pct = 3.07
use_met2_pct = 5.86
grt.met1_usage_pct = 3.69
grt_max_degree = 7
antenna_found_initial = 0
met3_usage_pct = 0.455
busiest_layer = "met2"
gr-total-overflow = 0
grt_pass1_wl_um = 1710
grt_pass1_vias = 413

[placed_design]
dpl.hpwl_um = 930
gp_congestion = 0.703
place_area_um2 = 589
port_buffers = 22
place_inst = 113

[clock_tree]
ctsHoldBuffers = 0
postCtsSetupBuffers = 0

[run]
drv_cap = 0
tool_warnings = 34

[hold_path]
hp-class = "in2out"
metrics by stage:
| step | hold slack, ps | power (uW) | TNS (ps) | setup slack [ps] |
|---|---|---|---|---|
| floorplan | 1540 | 11.5 | 0 | 896 |
| CTS | 2300 | 50.9 | 0 | 90.6 |
| global route | 2320 | 56.1 | 0 | 6.30 |
| finish | 2280 | 50.8 | 0 | 127 |
| detailed placement | 2470 | 50.1 | -143 | -143 |
| global placement | 2480 | 49.5 | -149 | -149 |
worst paths after layout:
| kind | startpoint | to | slack [ps] | cells after the start |
|---|---|---|---|---|
| setup / recovery | pixel_x[0] | obstacle_region | 130 | 7 |
| hold / removal | pixel_y[7] | obstacle_region | 2280 | 4 |
logic make-up (layout without fill, tap and decap cells):
| group | Yosys count | count (layout) |
|---|---|---|
| and+or+nand+nor | 19 | 19 |
| AOI/OAI and AO/OA | 15 | 15 |
| other | 1 | 1 |
| buffers and inverters | 1 | 32 |
power groups by stage:
stage                 combinational [uW]  clock (uW)  sequential [uW]
after CTS                           50.9           0                0
final                               50.8           0                0
after global routing                56.1           0                0
critical path, stage by stage:
cell and delay (ps):
clkdlybuf4s50_1 410, o21a_1 210, or4_4 420, o32a_1 350, a221oi_2 230, o311a_1 190
dlygate4sd2_1 220
area by class of cell:
cell class         instances  share of cell area [%]
repair buffers            32                    49.6
multi-input cells         35                    40.7
well taps                 46                    9.70
cells in the mapped netlist:
cell	count	share of area, %
nor3b_1	4	12
nand4_1	2	5.1
conb_1	1	1.5
or2_2	1	2.6
buf_4	1	3.1
nor3_1	1	2.0
nor4_1	2	5.1
a221oi_2	1	6.2
o311a_1	1	4.1
o21a_1	1	3.1
nand2_1	1	1.5
o211a_1	1	4.1
nor4b_1	1	3.6
a31oi_1	1	2.6
a21oi_1	1	2.0
a41o_1	1	4.1
nand3_1	1	2.0
a2111oi_0	1	3.6
or4_1	2	6.2
nor2_1	3	4.6
o41ai_1	1	3.6
o32a_1	1	4.1
nand2b_1	1	2.6
o21ai_0	5	10
metal layers:
metal | routed length, um | share of wire (%) | vias to the layer above
met5 | 0 | 0 | -
met4 | 0 | 0 | 0
met3 | 53 | 5.2 | 0
met2 | 568 | 56 | 7
met1 | 395 | 39 | 181
li1 | - | - | 218
repair_timing:
item | in CTS | in global routing
setup endpoints to repair | 1 | 1
pin swaps | 2 | 0
gates resized | 2 | 1
Power figures rest on the tool's default switching activity, not on a simulated workload.
