<file path="/design/flow/run.sh">
#!/bin/bash
# OpenROAD 26Q1-2900-gdf79404cd8, Yosys 0.63+post, stock flow scripts
make -C /OpenROAD-flow-scripts/flow DESIGN_CONFIG=/design/flow/config.mk WORK_HOME=/design/flow/orfs finish
</file>
<file path="/design/flow/config.mk">
export PLATFORM = sky130hd
export DESIGN_NAME = level2obstacle
export DESIGN_NICKNAME = level2obstacle
export VERILOG_FILES = /design/flow/design.v
export SDC_FILE = /design/flow/constraint.sdc
export NUM_CORES = 4
export LEC_CHECK = 1
export CORE_AREA = 10 10 70 70
export DIE_AREA = 0 0 80 80
</file>
<file path="/design/flow/constraint.sdc">
current_design level2obstacle

set clk_period 2.3
set clk_io_pct 0.2

create_clock -name clk0 -period $clk_period

set non_clock_inputs [all_inputs -no_clocks]
set_input_delay [expr $clk_period * $clk_io_pct] -clock clk0 $non_clock_inputs
set_output_delay [expr $clk_period * $clk_io_pct] -clock clk0 [all_outputs]
</file>
<file path="/design/flow/design.v">
`timescale 1ns / 1ps
module level2obstacle(
    input  clk,
    input  reset,
    input  en, 
    input [9:0] pixel_x,
    input [9:0] pixel_y,
    output crashed,
    output obstacle_region
    );
reg [9:0] o_x [0:25];
reg [9:0] o_y [0:25];
wire obstacle_region;
reg crashed;
initial begin
  o_x[0] = 221;
  o_x[1] = 241;
  o_x[2] = 261;
  o_x[3] = 281;
  o_x[4] = 301;
  o_x[5] = 321;
  o_x[6] = 341;
  o_x[7] = 361;
  o_x[8] = 221;
  o_x[9] = 241;
  o_x[10] = 261;
  o_x[11] = 281;
  o_x[12] = 301;
  o_x[13] = 321;
  o_x[14] = 341;
  o_x[15] = 361;
  o_x[16] = 501;
  o_x[17] = 501;
  o_x[18] = 501;
  o_x[19] = 501;
  o_x[20] = 501;
  o_x[21] = 121;
  o_x[22] = 121;
  o_x[23] = 121;
  o_x[24] = 121;
  o_x[25] = 121;
  o_y[0] = 81;
  o_y[1] = 81;
  o_y[2] = 81;
  o_y[3] = 81;
  o_y[4] = 81;
  o_y[5] = 81;
  o_y[6] = 81;
  o_y[7] = 81;
  o_y[8] =  305;
  o_y[9] =  305;
  o_y[10] = 305;
  o_y[11] = 305;
  o_y[12] = 305;
  o_y[13] = 305;
  o_y[14] = 305;
  o_y[15] = 305;
  o_y[16] = 161;
  o_y[17] = 177;
  o_y[18] = 193;
  o_y[19] = 209;
  o_y[20] = 225;
  o_y[21] = 161;
  o_y[22] = 177;
  o_y[23] = 193;
  o_y[24] = 209;
  o_y[25] = 225;
end
assign obstacle_region = en &&
(((pixel_x >= o_x[0]) && (pixel_x < o_x[0] + 20) && (pixel_y >= o_y[0]) && (pixel_y < o_y[0] + 16)) ||
((pixel_x >= o_x[1]) && (pixel_x < o_x[1] + 20) && (pixel_y >= o_y[1]) && (pixel_y < o_y[1] + 16)) ||
((pixel_x >= o_x[2]) && (pixel_x < o_x[2] + 20) && (pixel_y >= o_y[2]) && (pixel_y < o_y[2] + 16)) ||
((pixel_x >= o_x[3]) && (pixel_x < o_x[3] + 20) && (pixel_y >= o_y[3]) && (pixel_y < o_y[3] + 16)) ||
((pixel_x >= o_x[4]) && (pixel_x < o_x[4] + 20) && (pixel_y >= o_y[4]) && (pixel_y < o_y[4] + 16)) ||
((pixel_x >= o_x[5]) && (pixel_x < o_x[5] + 20) && (pixel_y >= o_y[0]) && (pixel_y < o_y[5] + 16)) ||
((pixel_x >= o_x[6]) && (pixel_x < o_x[6] + 20) && (pixel_y >= o_y[0]) && (pixel_y < o_y[6] + 16)) ||
((pixel_x >= o_x[7]) && (pixel_x < o_x[7] + 20) && (pixel_y >= o_y[7]) && (pixel_y < o_y[7] + 16)) ||
((pixel_x >= o_x[8]) && (pixel_x < o_x[8] + 20) && (pixel_y >= o_y[8]) && (pixel_y < o_y[8] + 16)) ||
((pixel_x >= o_x[9]) && (pixel_x < o_x[9] + 20) && (pixel_y >= o_y[9]) && (pixel_y < o_y[9] + 16)) ||
((pixel_x >= o_x[10]) && (pixel_x < o_x[10] + 20) && (pixel_y >= o_y[10]) && (pixel_y < o_y[10] + 16)) ||
((pixel_x >= o_x[11]) && (pixel_x < o_x[11] + 20) && (pixel_y >= o_y[11]) && (pixel_y < o_y[11] + 16)) ||
((pixel_x >= o_x[12]) && (pixel_x < o_x[12] + 20) && (pixel_y >= o_y[12]) && (pixel_y < o_y[12] + 16)) ||
((pixel_x >= o_x[13]) && (pixel_x < o_x[13] + 20) && (pixel_y >= o_y[13]) && (pixel_y < o_y[13] + 16)) ||
((pixel_x >= o_x[14]) && (pixel_x < o_x[14] + 20) && (pixel_y >= o_y[14]) && (pixel_y < o_y[14] + 16)) ||
((pixel_x >= o_x[15]) && (pixel_x < o_x[15] + 20) && (pixel_y >= o_y[15]) && (pixel_y < o_y[15] + 16)) ||
((pixel_x >= o_x[16]) && (pixel_x < o_x[16] + 20) && (pixel_y >= o_y[16]) && (pixel_y < o_y[16] + 16)) ||
((pixel_x >= o_x[17]) && (pixel_x < o_x[17] + 20) && (pixel_y >= o_y[17]) && (pixel_y < o_y[17] + 16)) ||
((pixel_x >= o_x[18]) && (pixel_x < o_x[18] + 20) && (pixel_y >= o_y[18]) && (pixel_y < o_y[18] + 16)) ||
((pixel_x >= o_x[19]) && (pixel_x < o_x[19] + 20) && (pixel_y >= o_y[19]) && (pixel_y < o_y[19] + 16)) ||
((pixel_x >= o_x[20]) && (pixel_x < o_x[20] + 20) && (pixel_y >= o_y[20]) && (pixel_y < o_y[20] + 16)) ||
((pixel_x >= o_x[21]) && (pixel_x < o_x[21] + 20) && (pixel_y >= o_y[21]) && (pixel_y < o_y[21] + 16)) ||
((pixel_x >= o_x[22]) && (pixel_x < o_x[22] + 20) && (pixel_y >= o_y[22]) && (pixel_y < o_y[22] + 16)) ||
((pixel_x >= o_x[23]) && (pixel_x < o_x[23] + 20) && (pixel_y >= o_y[23]) && (pixel_y < o_y[23] + 16)) ||
((pixel_x >= o_x[24]) && (pixel_x < o_x[24] + 20) && (pixel_y >= o_y[24]) && (pixel_y < o_y[24] + 16)) ||
((pixel_x >= o_x[25]) && (pixel_x < o_x[25] + 20) && (pixel_y >= o_y[25]) && (pixel_y < o_y[25] + 16)));
endmodule
</file>
==> load_flow_metrics.sql <==
-- generated from flow reports
INSERT INTO impl_metrics (metric_group, metric, value, unit) VALUES
('cells_and_area', 'register_area', '0', 'um2'),
('synthesis', 'post_synth_instance_area', '262', 'um2'),
('place', 'dpl_cell_area', '652', 'um2'),
('drt', 'drt-wirelength-per-cell', '9.65', 'um'),
('worst_setup_path', 'worst_setup_path_end_kind', 'primary output', ''),
('hold_path', 'min_path_type', 'input pin to primary output', ''),
('drt', 'antenna_left', '0', ''),
('worst_setup_path', 'worst_path_dominant_cell_family', 'simple AND/OR/NAND/NOR gates', ''),
('synthesis', 'synth.top_cell.area_share', '0.0861', ''),
('die', 'coreArea', '0.00342', 'mm2'),
('synthesis', 'ys_types', '29', ''),
('place', 'place.detailed.instances', '121', ''),
('synthesis', 'ys_chip_area', '262', 'um2'),
('cells_and_area', 'layoutNonFillerInstCount', '121', ''),
('place', 'gp_routability_congestion', '0.753', ''),
('worst_setup_path', 'cp_data_arrival_time', '1740', 'ps'),
('worst_setup_path', 'critical-path-max-stage-delay', '510', 'ps'),
('worst_setup_path', 'critical_path.max_fanout', '4', ''),
('die', 'ioPinCount', '25', ''),
('drt', 'via_per_inst', '3.66', ''),
('status', 'outcome', 'finished, final reports clean', ''),
('cells_and_area', 'flops', '0', ''),
('die', 'placement_rows', '21', ''),
('clock_tree', 'postcts_setup_bufs', '0', ''),
('final_timing', 'totalNegativeSetupSlack', '0', 'ps'),
('power', 'cellPowerDensity', '124', 'mW/mm2'),
('cells_and_area', 'n_clock_buffer', '0', ''),
('drt', 'detailroute.via_count', '443', ''),
('power', 'p_sw', '32.1', 'uW'),
('synthesis', 'top_area_cell', 'sky130_fd_sc_hd__o211ai_1', ''),
('global_route', 'grt_start_max_net_pins', '6', ''),
('place', 'io_buffers', '22', ''),
('power', 'sequentialPowerShare', '0', ''),
('final_timing', 'post-route-min-period', '2200', 'ps'),
('power', 'comb_power_share', '1.000', ''),
('die', 'dieWidth', '80', 'um'),
('cells_and_area', 'logic_area', '297', 'um2'),
('drt', 'finalWirelength', '1170', 'um'),
('drt', 'dr.first_iter.drc_count', '11', ''),
('worst_setup_path', 'start_kind', 'input pin', ''),
('flow_run', 'warnings', '34', ''),
('final_timing', 'fin_crit_sh', '0.956', ''),
('clock_tree', 'cts_hold_buffers', '0', ''),
('final_timing', 'max_clock_freq', '455', 'MHz'),
('worst_setup_path', 'cp.required', '1840', 'ps'),
('global_route', 'grt_util_all_layers', '0.0360', ''),
('drt', 'met3_length', '105', 'um'),
('cells_and_area', 'layout-drive-gt1-share', '0.360', ''),
('cells_and_area', 'final_area', '699', 'um2'),
('synthesis', 'synthCells', '38', ''),
('die', 'initial_utilization', '0.0766', ''),
('power', 'internal_power', '54.4', 'uW'),
('drt', 'routed-wl-met2', '464', 'um'),
('flow_run', 'max-cap-violations', '0', ''),
('power', 'finalPower', '86.5', 'uW'),
('die', 'die.size.y', '80', 'um'),
('drt', 'routed.top_layer', 'met3', ''),
('global_route', 'grt_pass1_vias', '446', ''),
('drt', 'route.layer.met1.wl', '598', 'um'),
('die', 'dieArea', '0.00640', 'mm2'),
('final_timing', 'timing.final.setup_violations', '0', ''),
('drt', 'antenna_cells_inserted', '0', ''),
('final_timing', 'hold_violation_count_in_the_final_report', '0', ''),
('synthesis', 'synth.top_cells.by_area', 'sky130_fd_sc_hd__o211ai_1, sky130_fd_sc_hd__nand4_1, sky130_fd_sc_hd__nand3b_1', ''),
('synthesis', 'postSynthSeqShare', '0', ''),
('cells_and_area', 'area_growth_syn_to_layout', '167', '%'),
('final_timing', 'timing_max_transition_violations_final', '0', ''),
('global_route', 'antenna_violations_before_repair', '0', ''),
('drt', 'drtPass1Iterations', '4', ''),
('power', 'power.share.switching', '0.371', ''),
('worst_setup_path', 'worst_path_max_delay_cell', 'sky130_fd_sc_hd__or4_4', '');
final timing paths:
path | start | end | cells past startpoint | slack (ps)
worst min-delay path | en | obstacle_region | 5 | 1470
worst max-delay path | pixel_y[1] | obstacle_region | 6 | 100
cell usage in the layout, fill, tap and decap left out, drive strengths merged, types with 2 or more instances in the layout:
cell type,instances
dlygate4sd2,6
nand3b,2
nor2,2
or4,2
buf,17
nand3,2
nand4,3
clkbuf,2
o22ai,2
o211ai,3
dlymetal6s2s,8
nor3b,2
clkdlybuf4s15,4
cell families after synthesis:
family / synth area share
muxes: 0.0383
buffers and inverters: 0.0431
other: 0.0143
and+or+nand+nor: 0.502
AOI/OAI and AO/OA: 0.402
metal layers:
metal	global-route usage	up-vias
li1	-	235
met1	0.0534	190
met2	0.0522	18
met3	0.0114	0
met4	0	0
met5	0	-
power by group through the flow:
stage / registers, uW / clock network (uW) / logic [uW]
6_report: 0 / 0 / 86.5
5_1_grt: 0 / 0 / 95.7
4_1_cts: 0 / 0 / 83.6
metrics by stage:
stage	hold slack [ps]	worst slack, ps
floorplan	1070	446
global placement	2080	-556
detailed placement	2070	-560
CTS	1570	17.1
global route	1530	14.8
finish	1470	101
tightest hold or removal path: cells and delay by family:
family / cells / cell delay [ps]
and+or+nand+nor: 1 / 150
AOI/OAI and AO/OA: 2 / 170
buffers and inverters: 2 / 240
cell type report:
type,instances,share of cell area
multi-input combinational,36,0.424
timing repair buffer,38,0.488
inverter,1,0.00537
tap,46,0.0823
timing repair:
item                       4_1_cts  5_1_grt
pin swaps                        7       13
gates resized                   22       19
setup endpoints to repair        1        1
Power and IR drop assume default switching activity.
